==> flow/design.v <==
`timescale 1ns / 1ps
module traffic_light(
    input Clock,            
    output reg R_LED,      
    output reg Y_LED,      
    output reg G_LED       
);
parameter Clock_Frequency = 27_000_000;   
parameter Count_1s = Clock_Frequency - 1;   
parameter Count_0_5s = Clock_Frequency / 2 - 1;  
reg [23:0] count_value_reg;   
reg [1:0] led_state;          
reg [1:0] state;              
reg [1:0] current_led;        
always @(posedge Clock) begin
    if (count_value_reg < Count_1s) begin
        count_value_reg <= count_value_reg + 1'b1;   
    end else begin
        count_value_reg <= 23'b0;   
    end
end
always @(posedge Clock) begin
    case (state)   
        2'b00: begin
            if (current_led == 2'b00) begin
                R_LED <= 1;   
                Y_LED <= 0;   
                G_LED <= 0;   
            end else if (current_led == 2'b01) begin
                R_LED <= 0;   
                Y_LED <= 1;   
                G_LED <= 0;   
            end else begin
                R_LED <= 0;   
                Y_LED <= 0;   
                G_LED <= 1;   
            end
            state <= 2'b01;   
        end
        2'b01: begin
            if (count_value_reg == Count_0_5s) begin
                case (current_led)   
                    2'b00: R_LED <= 0;   
                    2'b01: Y_LED <= 0;   
                    2'b10: G_LED <= 0;   
                endcase
                state <= 2'b10;   
                current_led <= current_led + 1;   
                if (current_led == 2'b11)  
                    current_led <= 2'b00;   
            end
        end
        2'b10: begin
            state <= 2'b00;   
        end
    endcase
end
endmodule
==> flow/run.sh <==
#!/bin/bash
# OpenROAD 26Q1-2900-gdf79404cd8, Yosys 0.63+post, stock flow scripts
make -C /OpenROAD-flow-scripts/flow DESIGN_CONFIG=/design/flow/config.mk WORK_HOME=/design/flow/orfs finish
==> flow/config.mk <==
export PLATFORM = sky130hd
export DESIGN_NAME = traffic_light
export DESIGN_NICKNAME = traffic_light
export VERILOG_FILES = /design/flow/design.v
export SDC_FILE = /design/flow/constraint.sdc
export NUM_CORES = 4
export LEC_CHECK = 1
export CORE_UTILIZATION = 30
==> flow/constraint.sdc <==
current_design traffic_light

set clk_period 3.2
set clk_io_pct 0.2

create_clock -name clk0 -period $clk_period [get_ports {Clock}]

set non_clock_inputs [all_inputs -no_clocks]
set_input_delay [expr $clk_period * $clk_io_pct] -clock clk0 $non_clock_inputs
set_output_delay [expr $clk_period * $clk_io_pct] -clock clk0 [all_outputs]
==> results.env <==
PEAK_IR_DROP_ON_THE_VDD_NETWORK_mV=0.236
WORST_PATH_MAX_DELAY_CELL='sky130_fd_sc_hd__dfxtp_1'
CLOCK.LATENCY.LATE_PIN_PS=280
SETUP.WORST_PATH.END_CLASS='flop'
MAXCAPVIOLATIONS=0
SINKS_ON_THE_CLOCK_NET=32
FINAL_LAYOUT_SIZE_SUFFIX_GT1_FRAC=0.104
CTS_TREE='done'
FLOORPLAN.CORE_AREA_MM2=0.00412
FILLER_CELL_COUNT_IN_THE_FINAL_LAYOUT=380
NUMBER_OF_CLOCK_BUFFERS_INSERTED_BY_TRITONCTS=5
DETAIL_ROUTE.WIRELENGTH_UM=1850
HTREE_NUM_LEVELS=2
RELSLEWSLACK=0.687
HOLDPATHSTAGES=0
YOSYS_REGISTER_BITS=32
CHIPWIDTH_UM=68.4
PLACE_CONGESTION=0.764
LAYOUT_WORST_PATH_CYCLE_SHARE=0.595
FINALHOLDVIOLATIONS=0
WORST-ENDPOINT-REQUIRED_PS=3180
PLACE_WS_PS=1280
FINALCRITICALPERIOD_PS=1900
WORST_R2R_ENDPOINT='current_led[1]$_SDFFCE_PN0P_'
DIODES=0
YOSYS_WARNINGS=1
FP-UTILIZATION=0.321
POSTSYNTHSEQSHARE=0.522
GRT_FIRST_PASS_WIRELENGTH_UM=3150
FINAL.SETUP.TNS_PS=0
FINAL_MAX_SLEW_VIOL_COUNT=0
ROUTED_WIRE_LENGTH_PER_INSTANCE_UM=9.99
TIMING.FINAL.WS_SETUP_PS=1300
DRT_FIRST_ITER_VIOLATIONS=16
DP_HPWL_UM=1270
TIMING.RR.START='count_value_reg[0]$_DFF_P_'
CP.ARRIVAL_PS=1880
UNREPAIRED_SETUP_ENDPOINTS_AFTER_GLOBAL_ROUTING='false'
RESIZED_CELLS_POST_CTS=0
SYNTH_AREA_MM2=0.00132
BOUNDARYPINS=4
FINCLKSKEW_PS=7.04
GRT_MAX_DEGREE=11
TIMING.CRITICAL_PATH.CELLS='ha_1, nand4_1, nor4_2, nand4_2, nor2_1'
LEAKAGE_POWER_SUMMED_OVER_ALL_CELLS_nW=0.555
REG2REGPATHDEPTH=5
PORTBUFFERS=3
TYPE_OF_THE_WORST_SETUP_PATH='reg2reg'
CTS.ROOT.BUFFER_CELL='sky130_fd_sc_hd__clkbuf_8'
OUTCOME='complete, no violations'
GLOBAL_ROUTE.USAGE.TOTAL=0.0913
POWER_PER_UNIT_OF_STANDARD_CELL_AREA_mW_PER_MM2=488
WORSTMARGINPINSLEW_PS=465
NUMBER_OF_ITERATIONS_IN_THE_FIRST_DETAILED_ROUTING_PASS=4
SYNTH_CELL_TYPES=22
POST_CTS_HOLD_FIX_BUFFER_TALLY=0
FMAX_MHz=526
LARGEST_REGISTER_FF_COUNT=24
WORST-PATH-MAX-FANOUT=5
YOSYSCELLCOUNT=125
AREA_OVERHEAD_OF_THE_LAYOUT_RELATIVE_TO_SYNTHESIS_PCT=14.3
WORST_SETUP_PATH_START_KIND='flop'
SETUP_VIOL_COUNT_FINAL=0
TALLY_OF_OPENROAD_WARNINGS=28
BUFFERS_INSERTED_DURING_POST_CTS_SETUP_OPTIMIZATION=0
WORSTHOLDPATHTYPE='reg2reg'
REMAINING_DRC_ERRORS=0
ROUTE.DETAILED.VIAS_PER_INST=4.34
GRT_PASS1_VIAS=716
PATH_CLK_SLEW_PS=70
CTS_BUFFER_DEPTH=2
DIE-AREA_MM2=0.00468
START_POINT_OF_THE_WORST_HOLD_PATH='state[1]$_DFF_P_'
POST_SYNTHESIS_INSTANCE_TOTAL=125
SYNTH_CHIP_AREA_MM2=0.00132
WORSTHOLDENDPOINT='state[0]$_DFF_P_'
ROUTED-VIA-COUNT=802
ROW_COUNT=23
FF2FF_SETUP_SLACK_PS=1300
POST_SYNTH.CELL_AREA_AVG_UM2=10.6
GLOBAL_ROUTE.OVERFLOW_TOTAL=0
CP_SLOWEST_STAGE_DELAY_PS=380
FP.DIEH_UM=68.4
FINAL_ANTENNA_NET_COUNT=0
ANTENNA_FOUND_INITIAL=0
[cell usage after synthesis]
library cell | n | area [µm²]
sky130_fd_sc_hd__and3_1 | 3 | 18.8
sky130_fd_sc_hd__nand2b_1 | 1 | 6.26
sky130_fd_sc_hd__nand3_2 | 1 | 10.0
sky130_fd_sc_hd__nand2_1 | 15 | 56.3
sky130_fd_sc_hd__a21o_1 | 1 | 7.51
sky130_fd_sc_hd__nand4_2 | 2 | 25.0
sky130_fd_sc_hd__nor4_2 | 2 | 25.0
sky130_fd_sc_hd__clkbuf_1 | 1 | 3.75
sky130_fd_sc_hd__o21ai_1 | 3 | 15.0
sky130_fd_sc_hd__nor2b_1 | 2 | 12.5
sky130_fd_sc_hd__xnor2_1 | 16 | 140
sky130_fd_sc_hd__ha_1 | 5 | 62.6
sky130_fd_sc_hd__nand4_1 | 4 | 25.0
sky130_fd_sc_hd__nor3_1 | 5 | 25.0
sky130_fd_sc_hd__nor3b_1 | 1 | 7.51
sky130_fd_sc_hd__inv_1 | 8 | 30.0
sky130_fd_sc_hd__dfxtp_1 | 27 | 541
sky130_fd_sc_hd__nor2_1 | 7 | 26.3
sky130_fd_sc_hd__xor2_1 | 6 | 52.6
sky130_fd_sc_hd__nor4_4 | 2 | 42.5
sky130_fd_sc_hd__edfxtp_1 | 5 | 150
sky130_fd_sc_hd__nand3_1 | 8 | 40.0
[per-stage QoR]
stage	power (mW)	area [µm²]	cells	hold slack, ps	utilization
after detailed placement	0.416	1410	177	324	0.343
after global placement	0.416	1410	177	319	0.343
after global routing	0.766	1510	185	355	0.367
after CTS	0.746	1510	185	339	0.367
after floorplan	0.416	1320	125	310	-
final	0.738	1510	185	342	0.367
[worst max-delay path, delay by kind of cell, from the launching register on]
kind                     cells  cell delay, ps
AND/OR/NAND/NOR              4            1000
flip-flops                   1             380
adder cells (fa/ha/maj)      1             220
[placed cells by master (no fill, tap or decap)]
cell type / n
sky130_fd_sc_hd__nand2b_1: 1
sky130_fd_sc_hd__nor4_4: 2
sky130_fd_sc_hd__clkbuf_8: 7
sky130_fd_sc_hd__nor2_1: 7
sky130_fd_sc_hd__nand3_1: 8
sky130_fd_sc_hd__nand2_1: 15
sky130_fd_sc_hd__xor2_1: 6
sky130_fd_sc_hd__a21o_1: 1
sky130_fd_sc_hd__and3_1: 3
sky130_fd_sc_hd__nor2b_1: 2
sky130_fd_sc_hd__xnor2_1: 16
sky130_fd_sc_hd__clkbuf_1: 1
sky130_fd_sc_hd__nor3b_1: 1
sky130_fd_sc_hd__edfxtp_1: 5
sky130_fd_sc_hd__nor4_2: 2
sky130_fd_sc_hd__o21ai_1: 3
sky130_fd_sc_hd__nand3_2: 1
sky130_fd_sc_hd__inv_1: 8
sky130_fd_sc_hd__dfxtp_1: 27
sky130_fd_sc_hd__nand4_2: 2
sky130_fd_sc_hd__ha_1: 5
sky130_fd_sc_hd__clkdlybuf4s50_1: 3
sky130_fd_sc_hd__nor3_1: 5
sky130_fd_sc_hd__nand4_1: 4
[layer usage]
metal / track usage / vias up / routed length [µm]
met5: 0 / - / 0
met4: 0.0182 / 0 / 34
met3: 0.0338 / 6 / 77
met2: 0.114 / 13 / 693
met1: 0.151 / 344 / 1040
li1: - / 439 / -
[worst max-delay path by stage]
stage | slack, ps | start | end
CTS | 1270 | count_value_reg[0]$_DFF_P_ | current_led[1]$_SDFFCE_PN0P_
finish | 1300 | count_value_reg[0]$_DFF_P_ | current_led[1]$_SDFFCE_PN0P_
global route | 1120 | count_value_reg[0]$_DFF_P_ | current_led[1]$_SDFFCE_PN0P_
[kinds of logic after synthesis]
logic type | Yosys count | synth area share
simple gates | 53 | 0.242
flops | 32 | 0.522
xor+xnor | 22 | 0.146
buf+inv | 9 | 0.0255
fa+ha+maj | 5 | 0.0473
compound gates | 4 | 0.0170
[area by class of cell]
| cell class | count | area, µm² | share of cell area |
|---|---|---|---|
| Multi-Input combinational cell | 84 | 598 | 0.396 |
| Inverter | 8 | 30.0 | 0.0199 |
| Tap cell | 50 | 62.6 | 0.0414 |
| Sequential cell | 32 | 691 | 0.457 |
| Timing Repair Buffer | 3 | 30.0 | 0.0199 |
| Clock buffer | 8 | 100 | 0.0662 |
[report_power, final]
| group | internal, mW | switching [mW] |
|---|---|---|
| logic | 0 | 0 |
| registers | 0.407 | 0 |
| clock network | 0.196 | 0.135 |
| total | 0.603 | 0.135 |
Power figures rest on the tool's default switching activity, not on a simulated workload.
